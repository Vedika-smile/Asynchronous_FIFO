$ cat flow/design.v
module Async_FIFO #(
 parameter width = 8,
 parameter ptr_size = 4,
 parameter depth = 16
 )(
 input wr_enb,
 input wr_clk,
 input wr_rst,
 input [width-1:0] data_in,
 output [ptr_size:0] b_wr_ptr,
 input rd_enb,
 input rd_clk,
 input rd_rst,
 output [width-1:0] data_out,
 output [ptr_size:0] b_rd_ptr,
 output full,
 output empty    
 );
 wire [ptr_size:0] g_wr_ptr;
 wire [ptr_size:0] g_rd_ptr;
 wire [ptr_size:0] g_wr_ptr_sync;
 wire [ptr_size:0] g_rd_ptr_sync;            
 fifo_mem #(
  .width(width),
  .ptr_size(ptr_size),
  .depth(depth)
 ) MEM (
  .d_in(data_in),
  .wr_ptr(b_wr_ptr),
  .rd_ptr(b_rd_ptr),
  .wr_clk(wr_clk),
  .rd_clk(rd_clk),
  .full(full),
  .empty(empty),
  .wr_en(wr_enb),
  .rd_en(rd_enb),
  .d_out(data_out)
 );
 WRITE_PTR #(
  .ptr_size(ptr_size)
 ) W_handler (
  .wr_clk(wr_clk),
  .wr_en(wr_enb),
  .rst(wr_rst),
  .g_rptr_sync(g_rd_ptr_sync),
  .full(full),
  .b_wptr(b_wr_ptr),
  .g_wptr(g_wr_ptr)
 );
 READ_PTR #(
  .ptr_size(ptr_size)
  ) R_handler (
  .rd_clk(rd_clk),
  .rd_en(rd_enb),
  .rst(rd_rst),
  .g_wr_ptr_sync(g_wr_ptr_sync),
  .empty(empty),
  .b_rd_ptr(b_rd_ptr),
  .g_rd_ptr(g_rd_ptr)
 );
 TwoFFSynchronizer #(
  .DATA_WIDTH(ptr_size)
 ) F1 (
  .clk(wr_clk),
  .rst(wr_rst),
  .d_in(g_rd_ptr),
  .d_out(g_rd_ptr_sync)
 );
 TwoFFSynchronizer #(
  .DATA_WIDTH(ptr_size)
 ) F2 (
  .clk(rd_clk),
  .rst(rd_rst),
  .d_in(g_wr_ptr),
  .d_out(g_wr_ptr_sync)
 );
endmodule
module fifo_mem #(
 parameter width = 8,
 parameter ptr_size = 4,
 parameter depth = 16
 )(
 input [width-1 : 0] d_in,
 input [ptr_size :0] wr_ptr,
 input [ptr_size :0] rd_ptr,
 input wr_clk,
 input rd_clk,
 input full, 
 input empty,
 input wr_en,
 input rd_en,
 output reg [width-1 : 0] d_out );
 reg [width-1 : 0] mem [depth -1 : 0];
 always @(posedge wr_clk) begin
  if (wr_en && !full) begin
    mem [wr_ptr] <= d_in;
  end
 end
 always @(posedge rd_clk) begin
  if(rd_en && !empty) begin
    d_out <= mem[rd_ptr];
  end
 end 
endmodule  
module READ_PTR #(
 parameter ptr_size = 4
 )(
 input rd_clk,
 input rd_en,
 input rst,
 input [ptr_size: 0] g_wr_ptr_sync,   
 output reg empty,
 output reg [ptr_size: 0] b_rd_ptr,
 output reg [ptr_size: 0] g_rd_ptr 
 );
 wire [ptr_size:0] b_rd_ptr_next;
 wire [ptr_size:0] g_rd_ptr_next;
 wire rempty;
 assign b_rd_ptr_next = b_rd_ptr + (rd_en && !empty);
 assign g_rd_ptr_next = (b_rd_ptr_next >> 1)^ b_rd_ptr_next;
 always @(posedge rd_clk or posedge rst) begin
  if(rst) begin
   b_rd_ptr <= 0;
   g_rd_ptr <= 0;
   empty <= 1;
  end
  else begin
   b_rd_ptr <= b_rd_ptr_next;
   g_rd_ptr <= g_rd_ptr_next;
   empty <= rempty;
  end
 end 
 assign rempty = (g_wr_ptr_sync == g_rd_ptr_next);
endmodule 
module WRITE_PTR #(
 parameter ptr_size = 4
 )(
 input wr_clk,
 input wr_en,
 input rst,
 input [ptr_size: 0] g_rptr_sync,   
 output reg full,
 output reg [ptr_size: 0] b_wptr,
 output reg [ptr_size: 0] g_wptr 
 );
 wire [ptr_size:0] b_wptr_next;
 wire [ptr_size:0] g_wptr_next;
 wire wfull;
 assign b_wptr_next = b_wptr + (wr_en && !full);
 assign g_wptr_next = (b_wptr_next >> 1)^ b_wptr_next;
 always @(posedge wr_clk or posedge rst) begin
  if(rst) begin
   b_wptr <= 0;
   g_wptr <= 0;
   full <= 0;
  end
  else begin
   b_wptr <= b_wptr_next;
   g_wptr <= g_wptr_next;
  end
 end
 always @(posedge wr_clk or posedge rst) begin 
   if(rst) begin
    full <= 0;
   end
  else begin
   full <= wfull;
  end
 end
 assign wfull =( g_rptr_sync =={~g_wptr_next[ptr_size : ptr_size-1], g_wptr_next[ptr_size-2:0]});    
endmodule 
module TwoFFSynchronizer #(
    parameter DATA_WIDTH = 8
    )(
    input clk,
    input rst,
    input [DATA_WIDTH:0] d_in,
    output reg [DATA_WIDTH:0] d_out
    );
    reg [DATA_WIDTH:0] temp;  
    initial begin
        temp = 0;
        d_out = 0;
    end
    always @(posedge clk) begin
        if(rst) begin
            temp <= 0;
            d_out <= 0;
        end
        else begin
            temp <= d_in;
            d_out <= temp;
        end
    end
endmodule 
$ cat flow/run.sh
#!/bin/bash
# OpenROAD 26Q1-2900-gdf79404cd8, Yosys 0.63+post, stock flow scripts
make -C /OpenROAD-flow-scripts/flow DESIGN_CONFIG=/design/flow/config.mk WORK_HOME=/design/flow/orfs finish
$ cat flow/config.mk
export PLATFORM = sky130hd
export DESIGN_NAME = Async_FIFO
export DESIGN_NICKNAME = Async_FIFO
export VERILOG_FILES = /design/flow/design.v
export SDC_FILE = /design/flow/constraint.sdc
export NUM_CORES = 4
export LEC_CHECK = 1
export CORE_UTILIZATION = 40
$ cat flow/constraint.sdc
current_design Async_FIFO

set clk_period 5.6
set clk_io_pct 0.2

create_clock -name clk0 -period $clk_period [get_ports {rd_clk}]
create_clock -name clk1 -period $clk_period [get_ports {wr_clk}]

set non_clock_inputs [all_inputs -no_clocks]
set_input_delay [expr $clk_period * $clk_io_pct] -clock clk0 $non_clock_inputs
set_output_delay [expr $clk_period * $clk_io_pct] -clock clk0 [all_outputs]
==> impl_metrics.json <==
{
  "yosysSeqAreaShare_pct": 74.6,
  "peakVddDrop_mv": 0.221,
  "hold_class": "reg2reg",
  "maxCapViolCount": 0,
  "drive_gt1_share_pct": 17.8,
  "status": "finished clean",
  "synth_chip_area_um2": 6240,
  "post_cts_buffers": 0,
  "drt_iter0_markers": 225,
  "grt_max_degree": 37,
  "ant_nets": 0,
  "synth_area_um2": 6240,
  "async_reset_ff_share_pct": 9.32,
  "synth_top_area_share_pct": 65.4,
  "clock-sinks": 161,
  "area_leaders": "edfxtp_1 65%, mux4_1 10%, mux4_2 5.8%, dfrtp_1 5.6%, dfxtp_1 3.2%",
  "worstPathArrival_ns": 3.79,
  "track_usage_pct": 15.3,
  "syn-instance-count": 291,
  "cts_resized": 0,
  "grt-ovfl-total": 0,
  "fp_util_pct": 41.1,
  "worst_pin_slew_ns": 0.897,
  "warnings": 26,
  "clk_pin_slew_ns": 0.06,
  "worstPathRequired_ns": 5.77,
  "synth-edff-count": 136,
  "skew_ns": 0.00975,
  "route.detailed.drc": 0,
  "fp.dieW_um": 127,
  "max_slew_margin_pct": 40.0,
  "rsz0062_at_grt": "false",
  "die_y_um": 127,
  "tns_ns": 0,
  "hold_ws_ns": 0.420,
  "via_per_inst": 5.28,
  "io_buffers": 31,
  "area_growth_pct": 19.1,
  "layout.cells.most_common": "edfxtp_1",
  "final_cell_mix": "136 x edfxtp_1, 31 x clkdlybuf4s50_1, 24 x mux4_1",
  "place_congestion": 0.754,
  "drv_slew": 0,
  "setup-violations-final": 0,
  "antenna_found_initial": 0,
  "grt_pass1_vias": 3006,
  "num_vias": 2838,
  "end_kind": "register",
  "synth-main-ff-cell": "edfxtp_1",
  "hold_viol": 0,
  "numSynthFlops": 161,
  "synth.distinct_cells": 34,
  "wire_per_inst_um": 19.3,
  "p_per_area_nw_per_um2": 524,
  "yosysCellCount": 291,
  "die_area_um2": 16100,
  "synth_top_cell_by_area": "edfxtp_1",
  "io_pins": 34,
  "yosys_warnings": 6,
  "start_kind": "input port",
  "wl_mm": 10.4,
  "critPathMaxFanout": 9,
  "rows": 45,
  "avgSynthCellArea_um2": 21.5,
  "cts_tree": "yes",
  "grt_pass1_wl_mm": 16.8,
  "cts-hold-fix-buffers": 0,
  "leakage_uw": 0.00254,
  "path_class": "in2reg",
  "hpwl_mm": 6.70,
  "antennaDiodeCount": 0,
  "firstDrtPassIters": 4,
  "coreArea_um2": 15200
}
==> critical path: stages <==
cell and delay (ns):
clkdlybuf4s50_1 0.44, nor2b_1 0.58, ha_1 0.36, ha_1 0.26, xor2_1 0.30, xnor2_1 0.18
mux2i_1 0.21, o221ai_1 0.13, a211oi_1 0.21
==> state kept, by name, summed over array words and instances (netlist names) <==
signal              count
F2.d_out                5
MEM.mem               128
F2.temp                 5
MEM.d_out               8
R_handler.b_rd_ptr      5
R_handler.empty         1
W_handler.b_wptr        5
W_handler.g_wptr        4
==> path summary, 6_finish.rpt <==
check / end / cells after the start / slack, ns / startpoint
min: R_handler.empty / 1 / 0.42 / F2.d_out[3]
max reg2reg: R_handler.empty / 8 / 2.94 / R_handler.empty
min in group clk1: W_handler.b_wptr[4] / 1 / 0.53 / W_handler.b_wptr[4]
max in group clk1: MEM.mem[8][7] / 3 / 2.74 / wr_enb
max in group asynchronous: R_handler.empty / 2 / 3.99 / rd_rst
max: R_handler.empty / 9 / 1.98 / rd_enb
min reg2reg: R_handler.empty / 1 / 0.42 / F2.d_out[3]
min in group asynchronous: W_handler.g_wptr[3] / 2 / 0.96 / wr_rst
==> logic make-up (layout without fill, tap and decap cells) <==
group,Yosys count,count (layout),synth area share [%]
AND/OR/NAND/NOR,43,43,3.61
adder cells (fa/ha/maj),4,4,0.801
AND-OR/OR-AND,5,5,0.581
XOR/XNOR,14,14,1.96
multiplexers,42,42,16.2
buffers and inverters,21,79,2.16
other,1,1,0.0601
flip-flops,161,161,74.6
==> routing by layer <==
metal,share of wire (%),track usage [%]
met5,0,0
met4,1.8,2.38
met3,10,8.42
met2,47,22.0
met1,42,23.1
==> synthesized netlist by cell type (2+ instances only) <==
cell and instances:
xor2_1 9, mux4_1 24, nand2_1 2, nand3b_1 2
inv_1 6, nor2_1 12, buf_8 2, nand2b_1 2
xnor2_1 5, dfxtp_1 10, buf_2 2, dfrtp_1 14
mux2i_1 2, edfxtp_1 136, nor3_1 6, ha_1 4
nand3_1 5, buf_4 2, clkbuf_1 6, nor2b_1 11
mux4_2 16
==> report_power, final <==
part	switching, uW	internal [uW]
registers	113	1520
logic	419	531
clock network	482	832
total	1010	2880
==> area by class of cell <==
type / count / area (um^2)
Fill cell: 1183 / 7760
Sequential cell: 161 / 4660
Multi-Input combinational cell: 109 / 1450
Clock buffer: 21 / 526
Timing Repair Buffer: 37 / 355
Tap cell: 188 / 235
Clock inverter: 15 / 188
Inverter: 6 / 22.5
==> stage by stage <==
step / std cells / setup WS [ns] / utilization, % / total power, uW / area (um^2)
2_1_floorplan: 291 / 2.50 / - / 2310 / 6240
3_3_place_gp: 501 / 1.79 / 44.2 / 2620 / 6720
3_5_place_dp: 501 / 1.73 / 44.2 / 2630 / 6720
4_1_cts: 537 / 1.96 / 48.9 / 3950 / 7440
5_1_grt: 537 / 1.75 / 48.9 / 4100 / 7440
6_report: 537 / 1.98 / 48.9 / 3900 / 7440
No activity file was given, so power comes from the tool's default toggle rates.
